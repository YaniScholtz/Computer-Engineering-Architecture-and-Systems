`./run.sh`:
```
#!/bin/bash
# OpenROAD 26Q1-2900-gdf79404cd8, Yosys 0.63+post, stock flow scripts
make -C /OpenROAD-flow-scripts/flow DESIGN_CONFIG=/design/flow/config.mk WORK_HOME=/design/flow/orfs finish
```
`./config.mk`:
```
export PLATFORM = sky130hd
export DESIGN_NAME = FInal_prac1
export DESIGN_NICKNAME = FInal_prac1
export VERILOG_FILES = /design/flow/design.v
export SDC_FILE = /design/flow/constraint.sdc
export NUM_CORES = 4
export LEC_CHECK = 1
export CORE_UTILIZATION = 50
```
`./constraint.sdc`:
```
current_design FInal_prac1

set clk_period 16.1
set clk_io_pct 0.2

create_clock -name clk0 -period $clk_period [get_ports {Clock}]

set non_clock_inputs [all_inputs -no_clocks]
set_input_delay [expr $clk_period * $clk_io_pct] -clock clk0 $non_clock_inputs
set_output_delay [expr $clk_period * $clk_io_pct] -clock clk0 [all_outputs]
```
`./design.v`:
```
module FInal_prac1  
  #(parameter CLKS_PER_BIT = 87)   
  (
   input        Clock,
   input        Rx_Receive,  
   input        sw1, 
   input        sw0,
   output       Tx_Transmit  
   );
	reg [7:0]   receive_Buffer [0:49];   
  reg [5:0]   receive_Buffer_Index = 0;  
   wire        RX_CompleteByte;  
  wire [7:0]  Rx_HoldByte;  
  reg [5:0]   Transmit_index = 0;  
  reg         Tx_ReadyforTransmission = 0;  
  reg [7:0]   Tx_HoldByte = 0;  
  wire        Tx_Active;
  wire        Tx_Done;
  typedef enum logic [1:0] {IDLE = 2'b00, RECEIVE = 2'b01, TRANSMIT = 2'b10} state_t;  
  state_t r_State = IDLE;  
  reg [15:0] Delay_COunter = 0;  
  reg wait_Complete_transmission = 0;  
  UART_Receiver #(.CLKS_PER_BIT(CLKS_PER_BIT)) UART_RX_INST (
    .Clock(Clock),
    .Rx_Receive(Rx_Receive),
    .Rx_byteReceived(RX_CompleteByte),
    .Rx_holdingByte(Rx_HoldByte)
  );
  UART_Transmitter #(.CLKS_PER_BIT(CLKS_PER_BIT)) UART_TX_INST (
    .Clock(Clock),
    .Tx_newTransmissionData(Tx_ReadyforTransmission),
    .Tx_TransmissionByte(Tx_HoldByte),
    .Tx_active(Tx_Active),
    .Tx_Transmit(Tx_Transmit),
    .Tx_done(Tx_Done)
  );
  always_ff @(posedge Clock) begin
    case (r_State)
      IDLE: begin
        receive_Buffer_Index <= 0;  
        Transmit_index <= 0;
        Tx_ReadyforTransmission <= 0;
        wait_Complete_transmission <= 0;
        Delay_COunter <= 0;
        if (RX_CompleteByte) begin  
          receive_Buffer[0] <= Rx_HoldByte;   
          receive_Buffer_Index <= 1;  
          r_State <= RECEIVE;  
        end
      end
      RECEIVE: begin
        Tx_ReadyforTransmission <= 0;  
        if (RX_CompleteByte) begin  
          if (receive_Buffer_Index < 50) begin   
            receive_Buffer[receive_Buffer_Index] <= Rx_HoldByte;
            receive_Buffer_Index <= receive_Buffer_Index + 1;
          end
        end
        if (receive_Buffer_Index >= 50) begin
          Transmit_index <= 0;  
          Delay_COunter <= 0;
          r_State <= TRANSMIT;  
        end
      end
      TRANSMIT: begin
        if (Transmit_index < 50) begin   
          if (wait_Complete_transmission) begin
            if (Tx_Done) begin  
              wait_Complete_transmission <= 0;  
              Tx_ReadyforTransmission <= 0;  
              Transmit_index <= Transmit_index + 1;  
              Delay_COunter <= CLKS_PER_BIT * 2;  
            end
          end
          else if (Delay_COunter > 0) begin
            Delay_COunter <= Delay_COunter - 1;  
          end
          else if (!Tx_Active && !Tx_ReadyforTransmission) begin  
            case ({sw1, sw0})  
               2'b00: begin  
        Tx_HoldByte[7] <= receive_Buffer[Transmit_index][6]; 
        Tx_HoldByte[6] <= receive_Buffer[Transmit_index][5];
        Tx_HoldByte[5] <= receive_Buffer[Transmit_index][4];
        Tx_HoldByte[4] <= receive_Buffer[Transmit_index][3];
        Tx_HoldByte[3] <= receive_Buffer[Transmit_index][2];
        Tx_HoldByte[2] <= receive_Buffer[Transmit_index][1];
        Tx_HoldByte[1] <= receive_Buffer[Transmit_index][0];
        Tx_HoldByte[0] <= receive_Buffer[Transmit_index][7]; 
    end
    2'b01: begin  
        Tx_HoldByte[7] <= receive_Buffer[Transmit_index][5];
        Tx_HoldByte[6] <= receive_Buffer[Transmit_index][4];
        Tx_HoldByte[5] <= receive_Buffer[Transmit_index][3];
        Tx_HoldByte[4] <= receive_Buffer[Transmit_index][2];
        Tx_HoldByte[3] <= receive_Buffer[Transmit_index][1];
        Tx_HoldByte[2] <= receive_Buffer[Transmit_index][0];
        Tx_HoldByte[1] <= receive_Buffer[Transmit_index][7]; 
        Tx_HoldByte[0] <= receive_Buffer[Transmit_index][6]; 
		  end
    2'b10: begin  
        Tx_HoldByte[7] <= receive_Buffer[Transmit_index][0]; 
        Tx_HoldByte[6] <= receive_Buffer[Transmit_index][7];
        Tx_HoldByte[5] <= receive_Buffer[Transmit_index][6];
        Tx_HoldByte[4] <= receive_Buffer[Transmit_index][5];
        Tx_HoldByte[3] <= receive_Buffer[Transmit_index][4];
        Tx_HoldByte[2] <= receive_Buffer[Transmit_index][3];
        Tx_HoldByte[1] <= receive_Buffer[Transmit_index][2];
        Tx_HoldByte[0] <= receive_Buffer[Transmit_index][1];
    end
    2'b11: begin  
        Tx_HoldByte[7] <= receive_Buffer[Transmit_index][1];
        Tx_HoldByte[6] <= receive_Buffer[Transmit_index][0];
        Tx_HoldByte[5] <= receive_Buffer[Transmit_index][7];
        Tx_HoldByte[4] <= receive_Buffer[Transmit_index][6];
        Tx_HoldByte[3] <= receive_Buffer[Transmit_index][5];
        Tx_HoldByte[2] <= receive_Buffer[Transmit_index][4];
        Tx_HoldByte[1] <= receive_Buffer[Transmit_index][3];
        Tx_HoldByte[0] <= receive_Buffer[Transmit_index][2];
    end
              default: Tx_HoldByte <= receive_Buffer[Transmit_index];
            endcase
            Tx_ReadyforTransmission <= 1;  
            wait_Complete_transmission <= 1;
          end
        end
        else begin
          r_State <= IDLE;
        end
      end
    endcase
  end
endmodule
module UART_Receiver
  #(parameter CLKS_PER_BIT = 87)
  (
   input        Clock,
   input        Rx_Receive,
   output       Rx_byteReceived,
   output [7:0] Rx_holdingByte
   );
  parameter IDLE         = 3'b000;  
  parameter StartBit = 3'b001;  
  parameter DataBits = 3'b010;  
  parameter StopBit  = 3'b011;  
  parameter Reset      = 3'b100;  
  reg [2:0]     StateMachine = IDLE;  
  reg [7:0]     ClockCounter = 0;  
  reg [2:0]     bitIndex = 0;  
  reg [7:0]     Rx_Bytestore = 0;  
  reg           Rx_ValidByteReceived = 0;  
  reg           r_Rx_Data_R = 1'b1;  
  reg           r_Rx_Data = 1'b1;
  always @(posedge Clock) begin
    r_Rx_Data_R <= Rx_Receive;
    r_Rx_Data   <= r_Rx_Data_R;
  end
  always @(posedge Clock) begin
    case (StateMachine)
      IDLE:
        begin
          Rx_ValidByteReceived <= 1'b0;  
          ClockCounter <= 0;
          bitIndex   <= 0;
          if (r_Rx_Data == 1'b0)  
            StateMachine <= StartBit;
        end
      StartBit:
        begin
          if (ClockCounter == (CLKS_PER_BIT-1)/2)  
			 begin
            if (r_Rx_Data == 1'b0) begin  
              ClockCounter <= 0;  
              StateMachine     <= DataBits; 
            end
            else
              StateMachine <= IDLE;  
          end
          else begin
            ClockCounter <= ClockCounter + 1;  
          end
        end
      DataBits:
        begin
          if (ClockCounter < CLKS_PER_BIT-1) begin
            ClockCounter <= ClockCounter + 1;  
          end
          else begin
            ClockCounter          <= 0;  
            Rx_Bytestore[bitIndex] <= r_Rx_Data;  
            if (bitIndex < 7) begin
              bitIndex <= bitIndex + 1;  
            end
            else begin
              bitIndex <= 0; 
              StateMachine   <= StopBit;
            end
          end
        end
      StopBit:
        begin
          if (ClockCounter < CLKS_PER_BIT-1) begin
            ClockCounter <= ClockCounter + 1;
          end
          else begin
            Rx_ValidByteReceived <= 1'b1;  
            StateMachine <= Reset;
          end
        end
      Reset:
        begin
          StateMachine <= IDLE;
          Rx_ValidByteReceived   <= 1'b0;  
        end
    endcase
  end
  assign Rx_byteReceived   = Rx_ValidByteReceived;  
  assign Rx_holdingByte = Rx_Bytestore;
endmodule
module UART_Transmitter
  #(parameter CLKS_PER_BIT = 87)
  (
   input        Clock,
   input        Tx_newTransmissionData,
   input [7:0]  Tx_TransmissionByte,
   output       Tx_active,
   output       Tx_Transmit,
   output       Tx_done
   );
  parameter IDLE        = 3'b000;
  parameter Tx_StartBit    = 3'b001;
  parameter Tx_Data     = 3'b010;
   reg [2:0]     StateMachine = IDLE; 
  reg [7:0]     ClockCounter = 0;
  reg [2:0]     bitIndex = 0;  
  reg [7:0]     Tx_byteStore = 0;  
  reg           Tx_byteTransmitted = 0;  
  parameter Tx_StopBit     = 3'b011;
  parameter Reset     = 3'b100;
  reg           Tx_regActive = 0;  
  reg           Tx_serialLine = 1;  
  always @(posedge Clock) begin
    case (StateMachine)
      IDLE:
        begin
          Tx_serialLine <= 1;  
          Tx_byteTransmitted   <= 0;  
          ClockCounter <= 0;
          if (Tx_newTransmissionData) begin  
            Tx_regActive <= 1;  
            Tx_byteStore   <= Tx_TransmissionByte;  
            StateMachine   <= Tx_StartBit;  
          end
        end
      Tx_StartBit:
        begin
          Tx_serialLine <= 0;  
          if (ClockCounter < CLKS_PER_BIT-1) begin
            ClockCounter <= ClockCounter + 1;
          end
          else begin
            ClockCounter <= 0;
            StateMachine     <= Tx_Data;
          end
        end
      Tx_Data:
        begin
          Tx_serialLine <= Tx_byteStore[bitIndex];  
          if (ClockCounter < CLKS_PER_BIT-1) begin
            ClockCounter <= ClockCounter + 1;
          end
          else begin
            ClockCounter <= 0;
            if (bitIndex < 7) begin
              bitIndex <= bitIndex + 1;
            end
            else begin
              bitIndex <= 0;
              StateMachine   <= Tx_StopBit;
            end
          end
        end
      Tx_StopBit:
        begin
          Tx_serialLine <= 1;  
          if (ClockCounter < CLKS_PER_BIT-1) begin
            ClockCounter <= ClockCounter + 1;
          end
          else begin
            Tx_byteTransmitted   <= 1;  
            ClockCounter <= 0;
            StateMachine   <= Reset;
          end
        end
      Reset:
        begin
          Tx_regActive <= 0;
          Tx_byteTransmitted   <= 0;
          StateMachine   <= IDLE;
        end
      default:
        StateMachine <= IDLE;
    endcase
  end
  assign Tx_active = Tx_regActive;
  assign Tx_Transmit = Tx_serialLine;
  assign Tx_done   = Tx_byteTransmitted;
endmodule
```
==> flow_summary.ini <==
; flow metrics
[route]
routed_wl_um = 44540
n_antenna_cell = 0
vias_per_cell = 5.918
first_pass_iters = 5
wire_per_inst_um = 24.59
drcViolationCount = 0
ant_nets = 0
route.vias.total = 10720
initialDrtViolationCount = 813

[global_route]
grt_max_degree = 51
grt-ovfl-total = 0
grt_pass1_vias = 11290
gr-usage-all-layers = 0.2487
grt_first_pass_wirelength_um = 68340
antenna_found_initial = 0

[logic_synthesis]
async_flop_share = 0
yosys_cells = 1201
synthCells = 1201
syn_area_mm2 = 0.02052
topCellsByArea = edfxtp_1 71%, mux4_2 8.1%, mux2i_1 2.8%
top_area_cell = edfxtp_1
syn_avg_cell_area_um2 = 17.08
yosys-stat-area_mm2 = 0.02052
ys_ff = 490
ys_types = 74
yosysWarnings = 3
synthDominantCellAreaShare = 0.7142
seq_area_frac_synth = 0.7161
edf_count = 488
ys.flop_type = edfxtp_1

[final_timing]
period_used_share = 0.2832
fmax_ghz = 0.2193
tns_ns = 0
setup_viol = 0
slew_violations = 0
finClkSkew_ns = 0.02986
rsz0062_at_grt = no
slew_headroom = 0.3559
hold_violations = 0
worst_pin_slew_ns = 0.9641
post-route-min-period_ns = 4.560

[setup_path]
cp_top_family = buffers and inverters
critPathKind = reg2out
max_stage_delay_ns = 0.44
end_kind = primary output
critPathRequiredTime_ns = 12.88
cpMaxStageDelayCell = clkdlybuf4s50_1
path_depth = 1
startpoint_type = register
crit_path_cell_trace = clkdlybuf4s50_1
reg2regPathDepth = 9
critPathMaxFanout = 1
cp.arrival_ns = 1.34
crit_buf_inv = 1

[clocking]
clk_path_buf_depth = 3
cts_buffers = 51
postCtsSetupBuffers = 0
cts_tree = yes
h-tree-depth = 2
root_buffer = clkbuf_16
cts_resized = 0
clock-sinks = 490
clk_latency_ns = 0.59
postCtsHoldBufs = 0
path_clk_slew_ns = 0.06

[pwr]
power_mw = 2.877
irDropWorstVdd_mv = 0.08944
power_density_mw_per_mm2 = 126.2
p_leak_nw = 7.737

[worst_hold_path]
holdPathStages = 0
hold_path.class = reg2reg

[floorplan]
die_area_mm2 = 0.04185
core_area_mm2 = 0.04010
initial_core_util = 0.5117
die_w_um = 204.6
rows = 73
fp.dieH_um = 204.6
pin_count = 5

[layout]
drive_gt1_frac = 0.1703
nFillCells = 3027
lay_top_cells = 488 x edfxtp_1, 104 x nor2_1, 74 x mux4_2
lay_top_count = edfxtp_1
syn_to_final_growth_pct = 11.15

[run]
warnings = 33
max_cap_viol_count = 0

[run_status]
status = finished clean

[place]
port_buffers = 4
gp_congestion = 0.8710
dp_hpwl_um = 28060
## synthesized netlist by cell type, drive strengths merged (14+ instances only)
cell type  count
edfxtp       488
nor2         105
mux4          74
mux2i         58
nand2         40
buf           36
o21ai         30
inv           26
clkbuf        25
a21oi         23
nand3         20
a22oi         17
and2          17
xnor2         17
ha            16
xor2          14
## per-layer routing
metal,wire length [um],global-route usage,vias to the layer above,share of wire
met2,20250,0.3436,456,0.45
met5,0,0,-,0
met3,5198,0.1278,91,0.12
met1,17780,0.3982,5280,0.40
li1,-,-,4890,-
met4,1310,0.05864,0,0.029
## registers in the layout (all words and copies together), names as in the netlist
signal	flops
wait_Complete_transmission	1
Transmit_index	6
r_State	2
UART_RX_INST.Rx_Bytestore	8
receive_Buffer_Index	6
Delay_COunter	16
UART_TX_INST.bitIndex	3
UART_RX_INST.bitIndex	3
UART_RX_INST.StateMachine	3
UART_RX_INST.r_Rx_Data_R	1
UART_TX_INST.Tx_byteTransmitted	1
Tx_HoldByte	8
receive_Buffer	400
UART_TX_INST.Tx_regActive	1
Tx_ReadyforTransmission	1
UART_RX_INST.ClockCounter	8
UART_TX_INST.StateMachine	3
UART_RX_INST.Rx_ValidByteReceived	1
UART_RX_INST.r_Rx_Data	1
UART_TX_INST.ClockCounter	8
UART_TX_INST.Tx_serialLine	1
UART_TX_INST.Tx_byteStore	8
## cell families after synthesis
group	count (synthesis)	synth area share
adder cells (fa/ha/maj)	16	0.009757
buffers and inverters	88	0.02421
AND/OR/NAND/NOR	285	0.07135
XOR/XNOR	31	0.01323
multiplexers	140	0.1139
other	1	0.0001828
AND-OR/OR-AND	150	0.05122
flip-flops	490	0.7161
## metrics by stage
step	cell area (um^2)	util	setup slack (ns)	hold slack [ns]	std cells
5_1_grt	22810	0.5688	11.48	0.3321	1811
4_1_cts	22810	0.5688	11.50	0.3285	1811
3_5_place_dp	21220	0.5291	11.16	0.3157	1720
3_3_place_gp	21220	0.5291	11.23	0.3166	1720
2_1_floorplan	20520	-	11.91	0.3096	1201
6_report	22810	0.5688	11.54	0.3283	1811
## final timing paths
path	start	endpoint	slack [ns]
worst max-delay path	UART_TX_INST.Tx_serialLine	Tx_Transmit	11.54
worst min-delay path	UART_RX_INST.r_Rx_Data_R	UART_RX_INST.r_Rx_Data	0.33
worst max register to register	Transmit_index[0]	Tx_HoldByte[2]	11.93
worst min register to register	UART_RX_INST.r_Rx_Data_R	UART_RX_INST.r_Rx_Data	0.33
## layout make-up
| cell class | instances | area [um^2] | area share |
|---|---|---|---|
| clock buffers | 66 | 1354 | 0.05936 |
| clock inverters | 25 | 236.5 | 0.01037 |
| inverters | 27 | 101.3 | 0.004444 |
| multi-input cells | 623 | 5340 | 0.2342 |
| flip-flops and latches | 490 | 14690 | 0.6443 |
| well taps | 525 | 656.9 | 0.02880 |
| repair buffers | 55 | 422.9 | 0.01854 |
## power by group
part	switching [mW]	internal (mW)	total [mW]
Combinational	0.132	0.0675	0.200
Sequential	0.0517	1.50	1.55
Clock	0.472	0.655	1.13
Power and IR drop assume default switching activity.
